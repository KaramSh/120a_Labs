===== flow/run.sh =====
#!/bin/bash
# OpenROAD 26Q1-2900-gdf79404cd8, Yosys 0.63+post, stock flow scripts
make -C /OpenROAD-flow-scripts/flow DESIGN_CONFIG=/design/flow/config.mk WORK_HOME=/design/flow/orfs finish

===== flow/config.mk =====
export PLATFORM = sky130hd
export DESIGN_NAME = bcdto7led_bh
export DESIGN_NICKNAME = bcdto7led_bh
export VERILOG_FILES = /design/flow/design.v
export SDC_FILE = /design/flow/constraint.sdc
export NUM_CORES = 4
export LEC_CHECK = 1
export CORE_AREA = 10 10 70 70
export DIE_AREA = 0 0 80 80

===== flow/constraint.sdc =====
current_design bcdto7led_bh

set clk_period 1.4
set clk_io_pct 0.2

create_clock -name clk0 -period $clk_period

set non_clock_inputs [all_inputs -no_clocks]
set_input_delay [expr $clk_period * $clk_io_pct] -clock clk0 $non_clock_inputs
set_output_delay [expr $clk_period * $clk_io_pct] -clock clk0 [all_outputs]

===== flow/design.v =====
module bcdto7led_bh( 
input wire sw0 ,
input wire sw1 ,
input wire sw2 ,
input wire sw3 ,
output reg a , 
output reg b , 
output reg c , 
output reg d , 
output reg e ,
output reg f ,
output reg g , 
output reg dp
	);
wire [3:0] bundle ;
assign bundle = {sw3,sw2,sw1,sw0 } ; 
always @(*) begin
		a = 1'b1 ; 
  		b = 1'b1 ; 
  		c = 1'b1 ; 
  		d = 1'b1 ; 
  		e = 1'b1 ; 
  		f = 1'b1 ; 
  		g = 1'b1 ; 
  		dp = 1'b1;
case ( bundle )
		4'b0000 : begin  
			b = 1'b0 ; 
            c = 1'b0 ; 
            d = 1'b0 ; 
            e = 1'b0 ; 
            f = 1'b0 ;
		end
		4'b0001 : begin  
        b = 1'b0 ;
        c = 1'b0 ;
        end
  		4'b0010 : begin  
          	a = 1'b0 ;
          	b = 1'b0 ; 
          	d = 1'b0 ; 
         	e = 1'b0 ; 
          	g = 1'b0 ;
		end
		4'b0011 : begin  
         	a = 1'b0 ;
          	b = 1'b0 ; 
          	c = 1'b0 ; 
          	d = 1'b0 ; 
          	g = 1'b0 ;
		end
		4'b0100 : begin  
			b = 1'b0 ; 
          	c = 1'b0 ; 
          	f = 1'b0 ; 
          	g = 1'b0 ;
		end
		4'b0101 : begin  
          	a = 1'b0 ;
			c = 1'b0 ; 
          	d = 1'b0 ; 
          	f = 1'b0 ; 
          	g = 1'b0 ;
		end
  		4'b0101 : begin  
          	a = 1'b0 ;
			c = 1'b0 ; 
          	d = 1'b0 ; 
          	f = 1'b0 ; 
          	g = 1'b0 ;
		end
  		4'b0101 : begin  
          	a = 1'b0 ;
			c = 1'b0 ; 
          	d = 1'b0 ; 
          	f = 1'b0 ; 
          	g = 1'b0 ;
		end
  		4'b0101 : begin  
          	a = 1'b0 ;
			c = 1'b0 ; 
          	d = 1'b0 ; 
          	f = 1'b0 ; 
          	g = 1'b0 ;
		end
  		4'b0101 : begin  
          	a = 1'b0 ;
			c = 1'b0 ; 
          	d = 1'b0 ; 
          	f = 1'b0 ; 
          	g = 1'b0 ;
		end
  		4'b0101 : begin  
          	a = 1'b0 ;
			c = 1'b0 ; 
          	d = 1'b0 ; 
          	f = 1'b0 ; 
          	g = 1'b0 ;
		end
  		4'b0101 : begin  
          	a = 1'b0 ;
			c = 1'b0 ; 
          	d = 1'b0 ; 
          	f = 1'b0 ; 
          	g = 1'b0 ;
		end
  		4'b0101 : begin  
          	a = 1'b0 ;
			c = 1'b0 ; 
          	d = 1'b0 ; 
          	f = 1'b0 ; 
          	g = 1'b0 ;
		end
  		4'b0101 : begin  
          	a = 1'b0 ;
			c = 1'b0 ; 
          	d = 1'b0 ; 
          	f = 1'b0 ; 
          	g = 1'b0 ;
		end
  		4'b0101 : begin  
          	a = 1'b0 ;
			c = 1'b0 ; 
          	d = 1'b0 ; 
          	f = 1'b0 ; 
          	g = 1'b0 ;
		end
		4'b0101 : begin  
          	a = 1'b0 ;
			c = 1'b0 ; 
          	d = 1'b0 ; 
          	f = 1'b0 ; 
          	g = 1'b0 ;
		end
		endcase
end
endmodule

==> flow_summary.toml <==
# yosys + openroad results
[outcome]
status = "finished clean"

[final_layout]
drive_above_1_share_pct = 24.14
clkbuf_count = 0
nFlopsAndLatches = 0
syn2layout_area_growth_pct = 145.9
register_area_um2 = 0

[route]
diodes = 0
wl_per_cell_um = 5.307
viasPerCell = 1.920
route.detailed.drc = 0
num_vias = 144
firstDrtPassIters = 2
drt_iter0_markers = 1
drt_wl_total_um = 398
ant_nets = 0

[global_routing]
grtUsageTotal_pct = 1.154
antenna_found_initial = 0
first_global_vias = 137
grt_overflow_total = 0
grt_pass1_wl_um = 655
grt_start_max_net_pins = 8

[synth]
yosys_area_um2 = 106.4
yosys-top-cells-area = "nand2b_1 18%, and4bb_1 12%, or3_1 12%, xor2_1 8.2%, buf_4 7.1%"
top_cells_by_count = "3 x nand2b_1, 2 x nor2_1, 2 x or3_1"
yosys.cell_count.top_type = "nand2b_1"
syn_inst = 17
synth_area_per_cell_um2 = 6.256
largest_area_cell = "nand2b_1"
postSynthSeqShare_pct = 0
synth_top_area_share_pct = 17.65
yosys_cells = 17
syn_area_um2 = 106.4
ys_warn_count = 1
ys_types = 13

[final_timing]
hold_viol_final = 0
timing.final.max_slew_violations = 0
rsz0062_at_grt = "false"
post-route-min-period_ns = 1.364
finalClockPeriodUsage_pct = 97.45
setup_viol = 0
fmax_mhz = 733.0
timing.final.ws_setup_ns = 0.03573

[worst_setup_path]
arrival_ns = 1.08
crit_required_ns = 1.12
crit_fanout = 5
cp-end-kind = "primary output"
start_kind = "input port"
path_class = "input port to primary output"

[clock_network]
hold_buffers = 0
postCtsSetupBuffers = 0

[power_and_ir_drop]
p_total_w = 0.00004798
p_per_area_nw_per_um2 = 183.5
max-vdd-ir-drop_v = 0.00001575
p_leak_nw = 0.09978

[place]
portBuffers = 11
gp_congestion = 0.6855
dp_hpwl_um = 352.8
pre_cts_slack_ns = -0.5513

[die]
core-area_um2 = 3416
die_y_um = 80
die_width_um = 80
dieArea_um2 = 6400
initial_core_util_pct = 3.114
rows = 21
ioPinCount = 12

[job]
warnings = 33
drv_cap = 0

[min_path]
hp-class = "input port to primary output"
worst paths after layout:
path / cells past startpoint / slack [ns] / endpoint / start
hold / removal: 4 / 0.90 / b / sw0
setup / recovery: 4 / 0.04 / f / sw0
layout by cell type, fill, tap and decap left out:
cell type	netlist	final
a21oi_1	1	1
and4bb_1	1	1
buf_2	0	3
buf_4	1	3
conb_1	1	1
dlygate4sd2_1	0	6
dlymetal6s2s_1	0	1
inv_1	1	1
nand2b_1	3	3
nor2_1	2	2
nor2b_2	0	1
nor3b_1	1	1
o21ai_0	1	1
o21bai_1	1	1
or3_1	2	2
xor2_1	1	1
per-stage QoR:
| step | std cells | utilization, % | hold WS [ns] | instance area (um^2) | setup TNS (ns) |
|---|---|---|---|---|---|
| final | 75 | 7.656 | 0.9019 | 261.5 | 0 |
| after global placement | 75 | 8.242 | 1.586 | 281.5 | -3.465 |
| after global routing | 75 | 7.656 | 0.9594 | 261.5 | 0 |
| after CTS | 75 | 7.692 | 0.9636 | 262.8 | -0.05485 |
| after detailed placement | 75 | 8.242 | 1.579 | 281.5 | -3.497 |
| after floorplan | 17 | - | 0.6121 | 106.4 | 0 |
power by group:
group | switching, W | total [W] | internal, W
registers | 0 | 0 | 0
logic | 0.0000174 | 0.0000480 | 0.0000306
clock network | 0 | 0 | 0
total | 0.0000174 | 0.0000480 | 0.0000306
repair_timing:
action	CTS	global route
gates cloned	0	0
pin swaps	3	0
endpoints found under the setup margin	7	3
gates resized	22	3
per-layer routing:
layer / routed length (um) / vias up / global-route usage, %
met3: 103 / 0 / 0.7955
met5: 0 / - / 0
met4: 0 / 0 / 0
met2: 145 / 10 / 1.766
met1: 149 / 54 / 1.384
li1: - / 80 / -
final cells by class:
class | instances | area (um^2)
well taps | 46 | 57.56
fillers | 411 | 3154
repair buffers | 13 | 102.6
inverters | 1 | 3.754
multi-input cells | 15 | 97.59
critical path: stages:
cell	delay [ns]
buf_2	0.12
nor2b_2	0.15
or3_1	0.29
dlygate4sd2_1	0.24
cell families after synthesis:
kind of cell	Yosys count	synth area share [%]
AND-OR/OR-AND	3	16.46
other	1	3.526
buffers and inverters	2	10.59
XOR/XNOR	1	8.237
AND/OR/NAND/NOR	10	61.18
Power and IR drop assume default switching activity.
