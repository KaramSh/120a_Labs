## ./run.sh

```bash
#!/bin/bash
# OpenROAD 26Q1-2900-gdf79404cd8, Yosys 0.63+post, stock flow scripts
make -C /OpenROAD-flow-scripts/flow DESIGN_CONFIG=/design/flow/config.mk WORK_HOME=/design/flow/orfs finish
```

## ./design.v

```verilog
`timescale 1ns / 1ps
module falogic(
output r,  
input x,
input y,
input cin
 );
wire t1;
xor cx1 ( t1, x,y );
xor cx2 ( r, t1, cin );
endmodule
`timescale 1ns / 1ps
module register_logic(
 input clk,
 input enable ,
 input [4:0] Data ,
 output reg [4:0] Q ) ;
always @(*) begin
 if ( enable) begin
 	Q = Data;
    end
end
endmodule
`timescale 1ns / 1ps
module carrylogic(
output [3:0] cout ,
input cin,
input [3:0] x,
input [3:0] y
 );
wire g0, g1, g2, g3 ;
assign g0 = x[0] & y[0];
assign g1 = x[1] & y[1];
assign g2 = x[2] & y[2];   
assign g3 = x[3] & y[3];   
wire p0, p1, p2, p3 ;
assign p0 = x[0] + y[0] ;
assign p1 = x[1] + y[1] ;
assign p2 = x[2] + y[2] ;  
assign p3 = x[3] + y[3] ;  
assign cout[0] = g0 | ( p0 & cin);
assign cout[1] = g1 | ( p1 & ( g0 | (p0 & cin) ) );
  assign cout[2] = g2 | (p2 & g1) | (p2 & p1 & g0) | (p2 & p1 & p0 & cin);
assign cout[3] = g3 | (p3 & g2) | (p3 & p2 & g1) | (p3 & p2 & p1 & g0) | (p3 & p2 & p1 & p0 & cin);
endmodule
`timescale 1ns / 1ps 
module carrylookahead_st(
 input clk ,
 input cin,
 input [3:0] x,
 input [3:0] y,
 output cout,
 output [3:0] r
 ); 
wire [3:0] c;
wire [3:0] ir1 ;
wire [4:0] ir2 ;
carrylogic cx1 ( c, cin, x, y ) ;
falogic cx6 ( ir1[0], x[0], y[0], cin ) ;
falogic cx7 ( ir1[1], x[1], y[1], c[0] ) ;  
falogic cx8 ( ir1[2], x[2], y[2], c[1] ) ;  
falogic cx9 ( ir1[3], x[3], y[3], c[2] ) ;  
register_logic cx10(clk, 1'b1,{c[3],ir1},ir2);
assign r = ir2[3:0] ;
assign cout = ir2[4] ;
endmodule
```

## ./constraint.sdc

```tcl
current_design carrylookahead_st

set clk_period 3.8
set clk_io_pct 0.2

create_clock -name clk0 -period $clk_period

set non_clock_inputs [all_inputs -no_clocks]
set_input_delay [expr $clk_period * $clk_io_pct] -clock clk0 $non_clock_inputs
set_output_delay [expr $clk_period * $clk_io_pct] -clock clk0 [all_outputs]
```

## ./config.mk

```make
export PLATFORM = sky130hd
export DESIGN_NAME = carrylookahead_st
export DESIGN_NICKNAME = carrylookahead_st
export VERILOG_FILES = /design/flow/design.v
export SDC_FILE = /design/flow/constraint.sdc
export NUM_CORES = 4
export LEC_CHECK = 1
export CORE_AREA = 10 10 70 70
export DIE_AREA = 0 0 80 80
```

==> notes.md <==
run metrics: status complete, no violations, RSZ-0062 raised after global routing false, final hold vios 0, Power Internal 0.03116 mW, IO Port Bufs 14, Iter 0 DRT Violations 3, share of the synthesized area in the top cell type 0.2685, Synth cell types 9, YS warnings 1, seq_cells 0, Worst Path Required 3.04 ns, pwr/cell area 128.3 nW/µm², CP max FO 2, # rows 21, max-cap violations 0, wire per inst 7.051 µm, Synth Seq Share 0, fin util 0.1037, antenna cell count 0, Flop area 0 µm², vias in the first global route 181, worst path bufs/invs 4, ANT nets after route 0, Max VDD drop 41.67 µV, Slowest-stage cell, CP clkdlybuf4s50_1, Tightest Hold Check Type in2out, width of the die 80 µm, Rel. slew slack 0.8819, initial antenna violation count 0, synthesized cell area 186.4 µm², Largest stage delay, worst path 0.50 ns, Seq pwr share 0, largest net degree at the start of global routing 4, share of post-route cells with drive strength above 1 0.03125, Avg Cell Area, Syn 8.474 µm², critical path class in2out, FP Core Util 0.05458, Tool Warnings 33, DRC violations left 0, Core Region 3416 µm², delay-heaviest family, CP buffers and inverters, cell count after synthesis 22, Worst setup EP type output port, leading area contributor after synthesis ha_1, CLK BUF 0, setup TNS 0 ns, clock share of power 0, Final HPWL DP 517.6 µm, crit-path cells clkdlybuf4s50_1 > inv_1 > fa_1 > inv_1 > fa_1 > xor2_1 > clkdlybuf4s50_1, via count 170, Resized cells post-CTS 0, fin cells 78, first drt pass iteration count 3, critical path arrival 2.62 ns, Fill cells 398, commonest cells after routing, fill and taps aside 14 x clkdlybuf4s50_1, 5 x inv_1, 4 x ha_1, Sw Pwr 0.01428 mW, WL final 550 µm, Critical Path Start Type input port, Commonest Layout Cell clkdlybuf4s50_1, yosys cell count 22, Placer Congestion 0.8063, Final min period 3.378 ns, DP Worst Slack 0.4084 ns, part of the cycle the worst path needs 0.8890, Post-Place Cells 78, GR Overflow Total 0, Top area cell types ha_1 27%, fa_1 21%, buf_4 16%, first-pass GRT wire length 862 µm, P_leak 0.1511 nW, setup ws final 0.4220 ns, GR Util All Layers 0.01689, worst slew pin tran 0.1772 ns, I/O pin total 15, Final Slew Violations 0, combinational share of power 1.000, Via density 2.179, fmax 296.0 MHz, Setup Fix Bufs, Post-CTS 0, Die Ht 80 µm, Yosys chip area 186.4 µm², die area 6400 µm², # setup viols final 0, hold-fix buffers at CTS 0, Area growth, synth to finish 89.93%, sw frac 0.3142, logic area 137.6 µm²
==> routing by layer <==
| layer | global-route usage | routed length (µm) |
|---|---|---|
| met4 | 0 | 0 |
| met3 | 0.01705 | 145 |
| met5 | 0 | 0 |
| met2 | 0.02167 | 167 |
| met1 | 0.02057 | 237 |
==> power by group through the flow <==
stage,sequential (mW),clock [mW],combinational (mW)
6_report,0,0,0.0454
4_1_cts,0,0,0.0472
5_1_grt,0,0,0.0523
==> path summary, 6_finish.rpt <==
check / startpoint / endpoint / cells past startpoint
setup / recovery: y[0] / r[2] / 7
hold / removal: x[0] / r[0] / 5
==> cells in the mapped netlist <==
master and number:
fa_1 2, ha_1 4, inv_1 5, buf_4 4
o21ai_2 1, nand2_1 1, a21oi_1 2, xor2_1 2
a21o_1 1
==> layout make-up <==
| class | instances | share of cell area |
|---|---|---|
| multi-input combinational | 13 | 0.3887 |
| tap | 46 | 0.1625 |
| inverter | 5 | 0.05300 |
| timing repair buffer | 14 | 0.3958 |
==> logic make-up (layout without fill, tap and decap cells) <==
kind of cell,Yosys count,in the layout,synth area share
buf+inv,9,19,0.2618
fa+ha+maj,6,6,0.4832
compound gates,4,4,0.1410
xor+xnor,2,2,0.09398
simple gates,1,1,0.02011
==> per-stage QoR <==
| stage | power [mW] | hold slack [ns] | cell area, µm² |
|---|---|---|---|
| final | 0.04544 | 2.604 | 354.1 |
| after global routing | 0.05227 | 2.674 | 354.1 |
| after CTS | 0.04720 | 2.620 | 354.1 |
| after detailed placement | 0.04653 | 2.609 | 354.1 |
| after global placement | 0.04555 | 2.600 | 354.1 |
| after floorplan | 0.02421 | 1.689 | 186.4 |
Power figures rest on the tool's default switching activity, not on a simulated workload.
