==> config.mk <==
export PLATFORM = sky130hd
export DESIGN_NAME = clkdiv
export DESIGN_NICKNAME = clkdiv
export VERILOG_FILES = /design/flow/design.v
export SDC_FILE = /design/flow/constraint.sdc
export NUM_CORES = 4
export LEC_CHECK = 1
export CORE_AREA = 10 10 76 76
export DIE_AREA = 0 0 86 86
==> constraint.sdc <==
current_design clkdiv

set clk_period 2.9
set clk_io_pct 0.2

create_clock -name clk0 -period $clk_period [get_ports {clk}]

set non_clock_inputs [all_inputs -no_clocks]
set_input_delay [expr $clk_period * $clk_io_pct] -clock clk0 $non_clock_inputs
set_output_delay [expr $clk_period * $clk_io_pct] -clock clk0 [all_outputs]
==> design.v <==
`timescale 1ns / 1ps
module fasystem_bh( 
input wire clk,  
input wire call_button , 
input wire cancel_button , 
output reg light_state
);
reg c_state ;
always @(*) begin
		case ({call_button,cancel_button})
		2'b00: c_state = light_state ? 'd1 : 'd0 ; 			
        2'b01: c_state = 'd0 ;
		2'b10: c_state = 'd1 ;
		2'b11: c_state = 'd1;
		default : c_state = 'd0 ;
		endcase 
end
always @( posedge clk ) begin
  light_state <= c_state ; 
end
endmodule
`timescale 1ns / 1ps
module clkdiv(clk,reset,clk_out);
	input clk;
	input reset;
	output clk_out;
  	reg [15:0] COUNT;
  assign clk_out=COUNT[15];
	always @(posedge clk)
	begin
		if (reset == 1'b1)
			COUNT <= 0;
		else
			COUNT <= COUNT + 1'b1;
	end
endmodule
==> run.sh <==
#!/bin/bash
# OpenROAD 26Q1-2900-gdf79404cd8, Yosys 0.63+post, stock flow scripts
make -C /OpenROAD-flow-scripts/flow DESIGN_CONFIG=/design/flow/config.mk WORK_HOME=/design/flow/orfs finish
==> results_dict.tcl <==
# metrics dict for downstream scripts
set metrics [dict create \
    status "finished, final reports clean" \
    vias 534 \
    regMostFlops "COUNT" \
    powerDensity_nw_per_um2 458.5 \
    vias_per_cell 4.015 \
    worstHoldPathType "flop to flop" \
    cp.required_ns 3.03 \
    final_antenna_net_count 0 \
    final.min_clock_period_ns 1.751 \
    top_regs "COUNT (16)" \
    p_int_mw 0.3205 \
    cts_buffer_depth 2 \
    final-setup-viol-count 0 \
    fillCellCount 441 \
    post-place-ws_ns 0.8982 \
    drc_errors 0 \
    clock_skew_ns 0.002590 \
    cts_tree "built" \
    stdcell_count 133 \
    drt_first_pass_iters 4 \
    place_congestion 0.7683 \
    start_kind "input pin" \
    clock.fmax_mhz 571.1 \
    clk_latency_ns 0.24 \
    io_pins 3 \
    switching_share 0.1961 \
    post-route-period-util 0.6038 \
    syn_to_final_growth_pct 13.75 \
    crit_path_max_fanout 20 \
    fp.dieArea_um2 7396 \
    coreArea_um2 4115 \
    grt.overflow.total 0 \
    rows 23 \
    clockPowerShare 0.396 \
    drive_gt1_frac 0.09639 \
    maxCapViolations 0 \
    ir_drop_mv 0.2617 \
    combPwrFrac 0.032 \
    p_switching_mw 0.07819 \
    finalWorstSetupSlack_ns 1.149 \
    combGateArea_um2 414.1 \
    slew_headroom 0.5615 \
    grt_max_degree 21 \
    grt_setup_unrepaired "no" \
    setup_tns_ns 0 \
    initial_utilization 0.1858 \
    avgSynthCellArea_um2 9.438 \
    seq_area_frac_synth 0.4190 \
    cts_setup_buffers 0 \
    synthCells 81 \
    dpl.cell_count 130 \
    initialDrtViolationCount 15 \
    tightest_slew_ns 0.6557 \
    antenna_found_initial 0 \
    clock-root-buffer "clkbuf_8" \
    track_usage 0.03095 \
    crit_path_cell_trace "clkdlybuf4s50_1 > nor2b_1 > mux2_1" \
    warning_count 25 \
    fp.dieH_um 86 \
    largest_register_ffs 16 \
    numCtsBuffers 3 \
    grt_pass1_vias 461 \
    synth_warnings 1 \
    routedWlPerCell_um 9.098 \
    final_core_util 0.2113 \
    arrival_ns 1.88 \
    cpMaxStageDelayCell "clkdlybuf4s50_1" \
    endpoint_kind "flop" \
    ys_cells 81 \
    antenna_cells 0 \
    ys_area_um2 764.5 \
    path_clk_slew_ns 0.06 \
    cts.sinks 16 \
    htree_levels 1 \
    post_cts_resized 0 \
    finalHoldViolCount 0 \
    crit_type "input pin to flop" \
    slew_violations 0 \
    ys_types 23 \
    flop_area_um2 320.3 \
    routed_wl_um 1210 \
    seqPwrFrac 0.572 \
    postCtsHoldBufs 0 \
    synth_flop_count 16 \
    syn_area_um2 764.5 \
    die_w_um 86 \
    grt_pass1_wl_um 2049 \
    p_leak_nw 0.3088 \
    dp_hpwl_um 855.7 \
    portBuffers 2 \
    slowest_delay_ns 0.89 \
]
[cell type report]
type,instances,share of cell area
clock buffers,3,0.04748
inverters,3,0.01295
multi-input cells,59,0.4763
flip-flops and latches,16,0.3683
well taps,50,0.07194
repair buffers,2,0.02302
[cell usage in the layout (no fill, tap or decap)]
cell              n
nor2_1            8
nand2_1           4
mux2_2            1
clkbuf_8          3
nor4_1            2
inv_1             3
xnor2_1           1
clkdlybuf4s50_1   2
nand4_2           1
xor2_1            2
o21ai_0           3
or3_1             3
nand4_1           1
nor4_4            2
dfxtp_1          16
ha_1              1
a21oi_1           7
o31ai_1           4
nand3_1           6
nand4_4           1
nor2b_1           5
mux2_1            3
or4_1             4
[through the flow]
stage	hold WS (ns)	power (mW)	area, µm²
floorplan	0.4413	0.2418	764.5
finish	0.4886	0.3987	869.6
global route	0.5222	0.4151	869.6
CTS	0.4872	0.4024	869.6
detailed placement	0.4738	0.2454	828.3
global placement	0.4669	0.2447	828.3
[per-layer routing]
metal / share of wire / global-route usage / up-vias
met2: 0.42 / 0.04327 / 1
met3: 0.018 / 0.007626 / 2
li1: - / - / 298
met1: 0.55 / 0.04498 / 233
met4: 0.019 / 0.01048 / 0
met5: 0 / 0 / -
[worst max-delay path: cells and delay by family]
kind	cells	cell delay, ns
buffers and inverters	1	0.89
muxes	1	0.30
and+or+nand+nor	1	0.10
[path summary, 6_finish.rpt]
path	start	to	slack, ns	depth (start not counted)
worst max-delay path	reset	COUNT[12]	1.15	3
worst min register to register	COUNT[0]	COUNT[0]	0.49	1
worst max register to register	COUNT[0]	COUNT[14]	1.27	4
worst min-delay path	COUNT[0]	COUNT[0]	0.49	1
[cell families (layout without fill, tap and decap cells)]
group,after synthesis,in the layout,share of synthesized area
muxes,4,4,0.05892
xor gates and xnor gates,3,3,0.03438
AOI/OAI and AO/OA,14,14,0.1047
DFF,16,16,0.4190
adders and majority gates,1,1,0.01636
buffers and inverters,6,8,0.03928
and+or+nand+nor,37,37,0.3273
[Yosys cell counts]
| cell type | instances | area share |
|---|---|---|
| clkbuf_1 | 2 | 0.0098 |
| dfxtp_1 | 16 | 0.42 |
| nand4_4 | 1 | 0.028 |
| xnor2_1 | 1 | 0.011 |
| inv_1 | 3 | 0.015 |
| or3_1 | 3 | 0.025 |
| nand3_1 | 6 | 0.039 |
| o21ai_0 | 3 | 0.020 |
| nor4_4 | 2 | 0.056 |
| nor2b_1 | 5 | 0.041 |
| ha_1 | 1 | 0.016 |
| mux2_1 | 3 | 0.044 |
| xor2_1 | 2 | 0.023 |
| nand4_1 | 1 | 0.0082 |
| buf_6 | 1 | 0.015 |
| nor4_1 | 2 | 0.016 |
| nand4_2 | 1 | 0.016 |
| or4_1 | 4 | 0.039 |
| nor2_1 | 8 | 0.039 |
| mux2_2 | 1 | 0.015 |
| o31ai_1 | 4 | 0.039 |
| nand2_1 | 4 | 0.020 |
| a21oi_1 | 7 | 0.046 |
[power groups by stage]
stage,Clock [mW],Sequential [mW],Combinational [mW]
6_report,0.158,0.228,0.0126
4_1_cts,0.162,0.228,0.0127
5_1_grt,0.172,0.228,0.0149
No activity file was given, so power comes from the tool's default toggle rates.
